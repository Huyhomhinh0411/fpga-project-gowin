### config.mk
export PLATFORM = sky130hd
export DESIGN_NAME = bai3
export DESIGN_NICKNAME = bai3
export VERILOG_FILES = /design/flow/design.v
export SDC_FILE = /design/flow/constraint.sdc
export NUM_CORES = 4
export LEC_CHECK = 1
export CORE_AREA = 10 10 90 90
export DIE_AREA = 0 0 100 100
### constraint.sdc
current_design bai3

set clk_period 5.5
set clk_io_pct 0.2

create_clock -name clk0 -period $clk_period [get_ports {clk}]

set non_clock_inputs [all_inputs -no_clocks]
set_input_delay [expr $clk_period * $clk_io_pct] -clock clk0 $non_clock_inputs
set_output_delay [expr $clk_period * $clk_io_pct] -clock clk0 [all_outputs]
### design.v
module bai3 (
    input wire clk,      
    input wire rst,        
    input wire button,     
    output reg led1,        
    output reg led2         
);
reg [23:0] counter;
always @(posedge clk or negedge rst) begin
    if (!rst) begin
        counter <= 0;
        led1 <= 0;
    end else begin
        counter <= counter + 1;
        if (counter == 24'd100_000_000) begin
            led1 <= ~led1;    
            counter <= 0;
        end
    end
end
always @(posedge clk or negedge rst) begin
    if (!rst) begin
        led2 <= 0;
    end else begin
        if (button) begin
            led2 <= 1'b0;    
        end
		else begin
		led2 <= 1'b1;
		end
    end
end
endmodule
### run.sh
#!/bin/bash
# OpenROAD 26Q1-2900-gdf79404cd8, Yosys 0.63+post, stock flow scripts
make -C /OpenROAD-flow-scripts/flow DESIGN_CONFIG=/design/flow/config.mk WORK_HOME=/design/flow/orfs finish
==> results.txt <==
Implementation results

The report lists the number of cells resized after CTS as 0. The critical path goes through clkdlybuf4s50_1. The endpoint identified for the worst register-to-register timing path is counter[12]. The min-delay analysis places its worst path in the category reg -> reg. The most critical setup path has its endpoint at led1.

The STA report counts the stages on the worst setup path as 1. Grouping stages by cell kind, the critical path spends the most delay in buffers and inverters. The first global-routing pass estimated 4020 um of wire. The antenna diode instance count is 0. The vertical extent of the die is 100 um. The leakage component of the power was reported as 0.612 nW.

The logic gate share of total power is 2.0%. Counting the fill cells in the layout gives 676. Per the finish-stage timing summary, setup violations number 0. The share of final-layout standard cells stronger than drive strength 1 is 8.66%. The clock arrives with 0.00543 ns of skew. In the synthesis report, Yosys lists the chip area as 1260 um^2. The period utilization is 40.1%. Setup repair after global routing left no endpoint under its margin. The share of the Yosys chip area taken by registers is 51.6%. The count of warnings emitted by yosys is 2. The timing report gives the biggest stage delay along the critical path as 0.47 ns.

The cell type with the highest aggregate area in the netlist is dfrtp_1. After synthesis, the share of flip-flops with an asynchronous set or reset is 100%. The number of antenna violations at the first check in global routing is 0.

The synthesized area divided by synthesized cell count is 10.6 um^2. Looking at the clock tree report, the root buffer type is clkbuf_8. Max-slew check failures listed in the final report amount to 0. The design draws 0.000319 W. The post-CTS setup-driven buffer insertion count is 0. Summing over the stages, the warning tally comes to 26.

Per the run report, area growth between synthesis and finish was 15.6%. The synthesized instance count is 119. The total of hold buffers inserted after clock tree synthesis is 0. Setup slack on the worst reg-to-reg path comes out at 3.55 ns. For this run, design rule violations remaining after detail routing come to 0. The detailed-route wire length is 2280 um. STA classifies the critical path startpoint as a flop. The sequential power share is 60.1%. The area taken by flip-flops and latches is 651 um^2.

The most repeated cell in the gate-level netlist after synthesis is dfrtp_1. The critical path is of the reg -> out type. The clock slew at the register clock pins of the worst setup and hold paths is 0.09 ns.

The worst register-to-register path begins at counter[0]. After detailed placement, the design holds a cell count of 200. Synthesis inferred 26 register bits. The number of core rows is 29. The part of the total power dissipated in the clock network is 38.0%. The maximum resistive drop on vdd is 0.000219 V. The synthesis run shows the most used standard cells to be 26 x dfrtp_1, 12 x xnor2_1, 11 x nand4_1. The routed design shows a via density per instance of 4.32. The routability-driven placement congestion ratio is 0.780. The sort of element at the end of the critical path is an output pin. The pre-placement core utilization is 20.1%. Yosys stat counts 119 cells in the synthesized netlist.

Looking at the clock tree report, the H-tree level count equals 1. The script computed a power per unit cell area of 219 nW/um^2. The chip footprint is 10,000 um^2. The number of global-route vias before repair was 830. The tool flagged a number of max-cap violations equal to 0.

Nets still carrying antenna violations after routing amount to 0. Hold-check failures listed in the final report amount to 0. Global routing finished with a remaining overflow of 0. The number of placed I/O pins is 5.

TritonCTS built the clock tree. The cell with the largest stage delay on the worst path is clkdlybuf4s50_1. The multi-input combinational cells in the finished layout cover a total of 577 um^2. The total negative slack is 0 ns. The placeable core region is 6280 um^2.

The number of buffers added by the clock tree synthesis step is 3. The width of the die is 100 um. Counting I/O delays and the setup requirement, the final critical path takes 2.20 ns.

The maximum number of pins on one net before global-route repair is 27. The internal power summed over all cells is 0.000258 W. The total number of clock tree sinks is 26.

TritonRoute output was used to compute an average wire per cell of 11.2 um. The most common flop cell mapped by yosys is dfrtp_1. The timing report notes that buffer and inverter cells on the critical path total 1. The flow ran to the end, and the final reports show no timing, DRC or antenna violations.

The gate-level netlist out of Yosys references 28 unique cell types. The switching share of power is 19.2%. In the post-synthesis netlist, the biggest area contributors are dfrtp_1 52%, xnor2_1 8.3%, nand4_1 5.5%. The DRC marker count from the first detailed-route iteration is 81. The data required time reported for the critical path is 4.40 ns.

STA puts the critical path data arrival time at 1.10 ns. The worst-margin pin slew is 0.658 ns. The clock latency on the worst-skew pair is 0.27 ns. The detailed-placement wirelength estimate is 1570 um. Detailed routing inserted a total of 882 vias. In this run, synthesis inferred 0 flip-flops with an integrated enable. Along the worst path, the maximum fanout reaches 2. The depth of the worst register-to-register path is 5. The area share of the largest cell type after synthesis is 51.6%. The highest achievable clock rate is 454 MHz.

The startpoint of the most critical setup path is led1. The number of cells in the finished layout apart from fillers is 204. The maximum buffer depth of the clock tree is 2. The synthesized cell area is 1260 um^2. The global routing report lists combined usage of all routing layers as 4.74%.

Checking max transition, the worst relative margin is 55.8%. The number of buffers inserted by port buffering is 4. The length of the first detailed-routing pass in iterations is 4.

The power dissipated by switching net loads is 0.0000612 W.
## kinds of logic (layout without fill, tap and decap cells)
| logic type | after synthesis | count (layout) | synth area share, % |
|---|---|---|---|
| simple gates | 54 | 54 | 25.3 |
| flops | 26 | 26 | 51.6 |
| xor+xnor | 17 | 17 | 11.8 |
| compound gates | 9 | 9 | 4.27 |
| buf+inv | 8 | 16 | 2.58 |
| mux | 3 | 3 | 2.38 |
| fa+ha+maj | 2 | 2 | 1.99 |
## cells in the final DEF, fill, tap and decap left out, types with 3 or more instances in the layout
master / Yosys / final
nor4_1: 4 / 4
and3_1: 3 / 3
nand4_1: 11 / 11
inv_1: 6 / 6
xnor2_1: 12 / 12
nand2_1: 7 / 7
mux2i_1: 3 / 3
nor2_1: 9 / 9
clkbuf_8: 0 / 4
nor3_1: 4 / 4
nand3_1: 5 / 5
a21oi_1: 3 / 3
dfrtp_1: 26 / 26
o21ai_0: 3 / 3
xor2_1: 5 / 5
clkdlybuf4s50_1: 0 / 4
## state kept, by name (all words and copies together), names as in the netlist
name,count
counter,24
led1,1
led2,1
## power by group through the flow
stage	clock (W)	combinational, W	sequential [W]
4_1_cts	0.000127	0.00000682	0.000191
5_1_grt	0.000136	0.00000738	0.000192
6_report	0.000121	0.00000629	0.000191
## worst min path at each step
| stage | endpoint | from | slack (ns) | cells after the start |
|---|---|---|---|---|
| 5_1_grt | led1 | led1 | 0.51 | 1 |
| 6_report | counter[22] | counter[22] | 0.47 | 1 |
| 4_1_cts | counter[22] | counter[22] | 0.47 | 1 |
## metrics by stage
| step | hold WS (ns) | setup slack (ns) | utilization [%] | instance area [um^2] |
|---|---|---|---|---|
| floorplan | 0.420 | 3.76 | - | 1260 |
| global placement | 0.455 | 3.58 | 22.3 | 1400 |
| detailed placement | 0.460 | 3.58 | 22.3 | 1400 |
| CTS | 0.475 | 3.27 | 23.2 | 1460 |
| global route | 0.505 | 3.23 | 23.2 | 1460 |
| finish | 0.474 | 3.30 | 23.2 | 1460 |
## layout make-up
cell class	count	area share, %
clock buffers	4	3.78
inverters	6	1.55
multi-input cells	85	39.6
flip-flops and latches	26	44.7
well taps	77	6.62
repair buffers	6	3.78
## per-layer routing
metal  wire length, um  up-vias  global-route usage (%)
met4                38        0                   0.652
met3               111        4                    1.25
met2               918       20                    6.52
li1                  -      442                       -
met5                 0        -                       0
met1              1210      416                    7.41
Power figures rest on the tool's default switching activity, not on a simulated workload.
