File: design/flow/run.sh
#!/bin/bash
# OpenROAD 26Q1-2900-gdf79404cd8, Yosys 0.63+post, stock flow scripts
make -C /OpenROAD-flow-scripts/flow DESIGN_CONFIG=/design/flow/config.mk WORK_HOME=/design/flow/orfs finish
File: design/flow/config.mk
export PLATFORM = sky130hd
export DESIGN_NAME = pixel_generate
export DESIGN_NICKNAME = pixel_generate
export VERILOG_FILES = /design/flow/design.v
export SDC_FILE = /design/flow/constraint.sdc
export NUM_CORES = 4
export LEC_CHECK = 1
export CORE_UTILIZATION = 40
File: design/flow/constraint.sdc
current_design pixel_generate

set clk_period 5.5
set clk_io_pct 0.2

create_clock -name clk0 -period $clk_period [get_ports {clk}]

set non_clock_inputs [all_inputs -no_clocks]
set_input_delay [expr $clk_period * $clk_io_pct] -clock clk0 $non_clock_inputs
set_output_delay [expr $clk_period * $clk_io_pct] -clock clk0 [all_outputs]
File: design/flow/design.v
module pixel_generate # (
    parameter         RESP_LATENCY = 1          
) (
    input  wire       rstn,                    
    input  wire       clk,                     
    input  wire       req_en,                  
    input  wire       req_sof,                 
    input  wire       req_sol,                 
    output wire [7:0] resp_red,                
    output wire [7:0] resp_green,              
    output wire [7:0] resp_blue                
);
    localparam X_START = 160;                  
    localparam Y_START = 160;                  
    localparam DIGIT_WIDTH = 32;               
    localparam DIGIT_HEIGHT = 64;              
    localparam DIGIT_SPACING = 8;              
    reg [25:0] clk_counter = 0;                
    reg [5:0]  seconds = 0;                    
    reg [5:0]  minutes = 0;                    
    reg [4:0]  hours = 0;                      
    reg [9:0]  x_pos = 0;                      
    reg [9:0]  y_pos = 0;                      
    reg [7:0]  resp1_red, resp1_green, resp1_blue;
    localparam CLK_PER_SECOND = 27_000_000;    
    always @(posedge clk or negedge rstn) begin
        if (~rstn) begin
            clk_counter <= 0;
            seconds <= 0;
            minutes <= 0;
            hours <= 0;
        end else begin
            if (clk_counter == CLK_PER_SECOND - 1) begin
                clk_counter <= 0;
                if (seconds == 59) begin
                    seconds <= 0;
                    if (minutes == 59) begin
                        minutes <= 0;
                        hours <= (hours == 23) ? 0 : hours + 1;
                    end else begin
                        minutes <= minutes + 1;
                    end
                end else begin
                    seconds <= seconds + 1;
                end
            end else begin
                clk_counter <= clk_counter + 1;
            end
        end
    end
    always @(posedge clk or negedge rstn) begin
        if (~rstn) begin
            x_pos <= 0;
            y_pos <= 0;
        end else if (req_en) begin
            if (req_sof) begin
                x_pos <= 0;
                y_pos <= 0;
            end else if (req_sol) begin
                x_pos <= 0;
                y_pos <= y_pos + 1;
            end else begin
                x_pos <= x_pos + 1;
            end
        end
    end
    reg [7:0] font [0:87];   
    initial begin
        font[0*8 + 0] = 8'b01111110;
        font[0*8 + 1] = 8'b10000001;
        font[0*8 + 2] = 8'b10000001;
        font[0*8 + 3] = 8'b10000001;
        font[0*8 + 4] = 8'b10000001;
        font[0*8 + 5] = 8'b10000001;
        font[0*8 + 6] = 8'b10000001;
        font[0*8 + 7] = 8'b01111110;
        font[1*8 + 0] = 8'b00011000;
        font[1*8 + 1] = 8'b00111000;
        font[1*8 + 2] = 8'b00011000;
        font[1*8 + 3] = 8'b00011000;
        font[1*8 + 4] = 8'b00011000;
        font[1*8 + 5] = 8'b00011000;
        font[1*8 + 6] = 8'b00011000;
        font[1*8 + 7] = 8'b00111110;
        font[2*8 + 0] = 8'b01111110;
        font[2*8 + 1] = 8'b10000001;
        font[2*8 + 2] = 8'b00000001;
        font[2*8 + 3] = 8'b00001110;
        font[2*8 + 4] = 8'b01110000;
        font[2*8 + 5] = 8'b10000000;
        font[2*8 + 6] = 8'b10000000;
        font[2*8 + 7] = 8'b11111111;
        font[3*8 + 0] = 8'b01111110;
        font[3*8 + 1] = 8'b10000001;
        font[3*8 + 2] = 8'b00000001;
        font[3*8 + 3] = 8'b00111110;
        font[3*8 + 4] = 8'b00000001;
        font[3*8 + 5] = 8'b00000001;
        font[3*8 + 6] = 8'b10000001;
        font[3*8 + 7] = 8'b01111110;
        font[4*8 + 0] = 8'b00001110;
        font[4*8 + 1] = 8'b00011100;
        font[4*8 + 2] = 8'b00111000;
        font[4*8 + 3] = 8'b01110000;
        font[4*8 + 4] = 8'b11111111;
        font[4*8 + 5] = 8'b00010000;
        font[4*8 + 6] = 8'b00010000;
        font[4*8 + 7] = 8'b00010000;
        font[5*8 + 0] = 8'b11111111;
        font[5*8 + 1] = 8'b10000000;
        font[5*8 + 2] = 8'b10000000;
        font[5*8 + 3] = 8'b11111110;
        font[5*8 + 4] = 8'b00000001;
        font[5*8 + 5] = 8'b00000001;
        font[5*8 + 6] = 8'b10000001;
        font[5*8 + 7] = 8'b01111110;
        font[6*8 + 0] = 8'b01111110;
        font[6*8 + 1] = 8'b10000001;
        font[6*8 + 2] = 8'b10000000;
        font[6*8 + 3] = 8'b11111110;
        font[6*8 + 4] = 8'b10000001;
        font[6*8 + 5] = 8'b10000001;
        font[6*8 + 6] = 8'b10000001;
        font[6*8 + 7] = 8'b01111110;
        font[7*8 + 0] = 8'b11111111;
        font[7*8 + 1] = 8'b00000001;
        font[7*8 + 2] = 8'b00000010;
        font[7*8 + 3] = 8'b00000100;
        font[7*8 + 4] = 8'b00001000;
        font[7*8 + 5] = 8'b00010000;
        font[7*8 + 6] = 8'b00100000;
        font[7*8 + 7] = 8'b01000000;
        font[8*8 + 0] = 8'b01111110;
        font[8*8 + 1] = 8'b10000001;
        font[8*8 + 2] = 8'b10000001;
        font[8*8 + 3] = 8'b01111110;
        font[8*8 + 4] = 8'b10000001;
        font[8*8 + 5] = 8'b10000001;
        font[8*8 + 6] = 8'b10000001;
        font[8*8 + 7] = 8'b01111110;
        font[9*8 + 0] = 8'b01111110;
        font[9*8 + 1] = 8'b10000001;
        font[9*8 + 2] = 8'b10000001;
        font[9*8 + 3] = 8'b01111111;
        font[9*8 + 4] = 8'b00000001;
        font[9*8 + 5] = 8'b00000001;
        font[9*8 + 6] = 8'b10000001;
        font[9*8 + 7] = 8'b01111110;
        font[10*8 + 0] = 8'b00000000;
        font[10*8 + 1] = 8'b00011000;
        font[10*8 + 2] = 8'b00011000;
        font[10*8 + 3] = 8'b00000000;
        font[10*8 + 4] = 8'b00000000;
        font[10*8 + 5] = 8'b00011000;
        font[10*8 + 6] = 8'b00011000;
        font[10*8 + 7] = 8'b00000000;
    end
    wire [9:0] x_end = X_START + 8 * (DIGIT_WIDTH + DIGIT_SPACING) - DIGIT_SPACING;   
    wire [9:0] y_end = Y_START + DIGIT_HEIGHT;                                        
    reg [3:0] char_idx;   
    reg [3:0] digit;      
    always @(*) begin
        char_idx = 0;
        digit = 0;
        if (x_pos >= X_START && x_pos < X_START + DIGIT_WIDTH) begin
            char_idx = 0;   
            digit = hours / 10;
        end else if (x_pos >= X_START + DIGIT_WIDTH + DIGIT_SPACING && x_pos < X_START + 2*DIGIT_WIDTH + DIGIT_SPACING) begin
            char_idx = 1;   
            digit = hours % 10;
        end else if (x_pos >= X_START + 2*(DIGIT_WIDTH + DIGIT_SPACING) && x_pos < X_START + 3*DIGIT_WIDTH + 2*DIGIT_SPACING) begin
            char_idx = 2;   
            digit = 10;
        end else if (x_pos >= X_START + 3*(DIGIT_WIDTH + DIGIT_SPACING) && x_pos < X_START + 4*DIGIT_WIDTH + 3*DIGIT_SPACING) begin
            char_idx = 3;   
            digit = minutes / 10;
        end else if (x_pos >= X_START + 4*(DIGIT_WIDTH + DIGIT_SPACING) && x_pos < X_START + 5*DIGIT_WIDTH + 4*DIGIT_SPACING) begin
            char_idx = 4;   
            digit = minutes % 10;
        end else if (x_pos >= X_START + 5*(DIGIT_WIDTH + DIGIT_SPACING) && x_pos < X_START + 6*DIGIT_WIDTH + 5*DIGIT_SPACING) begin
            char_idx = 5;   
            digit = 10;
        end else if (x_pos >= X_START + 6*(DIGIT_WIDTH + DIGIT_SPACING) && x_pos < X_START + 7*DIGIT_WIDTH + 6*DIGIT_SPACING) begin
            char_idx = 6;   
            digit = seconds / 10;
        end else if (x_pos >= X_START + 7*(DIGIT_WIDTH + DIGIT_SPACING) && x_pos < X_START + 8*DIGIT_WIDTH + 7*DIGIT_SPACING) begin
            char_idx = 7;   
            digit = seconds % 10;
        end
    end
    wire [9:0] x_local = x_pos - X_START - char_idx * (DIGIT_WIDTH + DIGIT_SPACING);   
    wire [9:0] y_local = y_pos - Y_START;                                             
    wire [2:0] font_x = x_local[4:2];   
    wire [2:0] font_y = y_local[5:3];   
    wire pixel_on = (x_pos >= X_START && x_pos < x_end && y_pos >= Y_START && y_pos < y_end) ?
                    font[digit*8 + font_y][7-font_x] : 1'b0;
    always @(posedge clk or negedge rstn) begin
        if (~rstn) begin
            resp1_red <= 0;
            resp1_green <= 0;
            resp1_blue <= 0;
        end else if (req_en) begin
            if (pixel_on) begin
                resp1_red <= 8'hFF;     
                resp1_green <= 8'hFF;
                resp1_blue <= 8'hFF;
            end else begin
                resp1_red <= 8'h00;     
                resp1_green <= 8'h00;
                resp1_blue <= 8'h00;
            end
        end
    end
    generate
        if (RESP_LATENCY <= 1) begin
            assign {resp_red, resp_green, resp_blue} = {resp1_red, resp1_green, resp1_blue};
        end else if (RESP_LATENCY == 2) begin
            reg [7:0] resp2_red, resp2_green, resp2_blue;
            always @(posedge clk) begin
                {resp2_red, resp2_green, resp2_blue} <= {resp1_red, resp1_green, resp1_blue};
            end
            assign {resp_red, resp_green, resp_blue} = {resp2_red, resp2_green, resp2_blue};
        end else begin
            reg [7:0] resp2_red, resp2_green, resp2_blue;
            reg [7:0] resp3_red, resp3_green, resp3_blue;
            always @(posedge clk) begin
                {resp2_red, resp2_green, resp2_blue} <= {resp1_red, resp1_green, resp1_blue};
                {resp3_red, resp3_green, resp3_blue} <= {resp2_red, resp2_green, resp2_blue};
            end
            assign {resp_red, resp_green, resp_blue} = {resp3_red, resp3_green, resp3_blue};
        end
    endgenerate
endmodule
==> impl_metrics.ini <==
; implementation run metrics
[drt]
met1_length_um = 7140
wl_met3_um = 902
wl_met2_um = 6510
route.vias.total = 5457
drt_first_iter_violations = 533
route.antenna.remaining_nets = 0
wl_per_cell_um = 16.2
vias_per_cell = 5.99
antenna_cells = 0
first_pass_iters = 5
top_layer = met4
wl_um = 14800
drc = 0

[timing]
setup_violations = 0
grt_setup_unrepaired = no
skew_ns = 0.00868
hold_viol_final = 0
setup_tns_ns = 0
period_used_pct = 93.7
finalMaxSlewViolations = 0
max_freq_mhz = 194
relSlewSlack_pct = 45.9
period_minus_slack_ns = 5.16
tightest_slew_ns = 0.807

[clocking]
cts_tree = done
clock_latency_ns = 0.33
max-clock-path-buffers = 2
cts_made_buffers = 9
clock_sinks = 64
htree_levels = 3
cts.root.buffer_cell = clkbuf_16
clkTransAtPathRegs_ns = 0.06

[final_layout]
layout-drive-gt1-share_pct = 8.62
fin_cells = 911
fillers = 1298
combGateArea_sq_mm = 0.00368
final_common_cell = nor2_1
regArea_sq_mm = 0.00160
lay_top_cells = nor2_1, nand2_1, dfrtp_1
area_growth_pct = 11.7

[grt]
antenna_found_initial = 0
grt_pass1_vias = 4981
grt_pass1_wl_um = 25000
grt_overflow_total = 0
grt_max_degree = 46
track_usage_pct = 21.6

[yosys]
syn_avg_cell_area_sq_um = 7.86
synthArstFlopShare_pct = 100
synthDistinctLibCells = 79
ys_area_sq_mm = 0.00573
ys_ff = 64
yosysWarnings = 1
edf_count = 0
syn_inst = 729
ys_seq_share_pct = 27.9
ys_cells = 729
netlist_area_sq_mm = 0.00573
yosys_most_used_dff = dfrtp_1

[setup_path]
worst-endpoint-arrival_ns = 5.37
worst_ep_required_time_ns = 5.72
worstSetupEndpointType = flop
cp_max_fo = 13
cp-start-kind = flop
worst-setup-path-type = reg2reg

[hold_path]
min_path_type = reg2reg

[pwr]
leakage_nw = 2.59
vdd_ir_drop_max_v = 0.000220
power_density_mw_per_mm2 = 189

[die]
fp.dieW_um = 122
fp_util_pct = 41.1
core_sq_mm = 0.0139
rows = 43
ios = 29
die_height_um = 122
chipArea_sq_mm = 0.0148

[placement]
numPortBuffers = 28
gp_congestion = 0.985
dp_hpwl_um = 10800
placed_cells = 893

[run]
warnings = 36
max-cap-violations = 0

[status]
run_status = complete, no violations
[through the flow]
| step | power (mW) | area (sq um) | hold slack [ns] | setup WS [ns] | utilization, % |
|---|---|---|---|---|---|
| global route | 1.26 | 6400 | 0.487 | 0.0291 | 46.0 |
| CTS | 1.22 | 6340 | 0.480 | 0.194 | 45.5 |
| global placement | 0.606 | 6020 | 0.465 | 0.303 | 43.2 |
| finish | 1.21 | 6400 | 0.477 | 0.344 | 46.0 |
| detailed placement | 0.604 | 6020 | 0.471 | 0.222 | 43.2 |
| floorplan | 0.564 | 5730 | 0.446 | 0.489 | - |
[what timing repair did]
action	in CTS	in global routing
endpoints found under the setup margin	0	1
hold buffers	0	0
buffers inserted	0	3
gates resized	0	8
[where the power goes]
group          leakage [nW]  total, mW  internal (mW)  switching (mW)
Combinational          1.56      0.105         0.0370          0.0676
Sequential            0.875      0.494          0.480          0.0140
Clock                 0.155      0.611          0.406           0.205
Total                  2.59       1.21          0.923           0.287
[critical path, stage by stage, from the launching register on]
cell	delay (ns)
dfrtp_1	0.55
nor4b_2	0.45
o21ai_0	0.33
mux2i_2	0.43
inv_1	0.26
ha_1	0.40
inv_1	0.06
o21ai_0	0.20
a21boi_0	0.17
o311a_1	0.43
nor2_1	0.57
o31ai_1	0.14
or3_1	0.35
a311oi_1	0.33
a211oi_1	0.09
a211o_1	0.28
[cells by family after synthesis]
kind of cell               count (synthesis)  synth area share, %
AOI/OAI and AO/OA                        199                 24.2
adders and majority gates                 22                 4.80
buffers and inverters                     95                 8.58
muxes                                     12                 2.20
and+or+nand+nor                          293                 25.5
xor gates and xnor gates                  44                 6.72
DFF                                       64                 27.9
[final timing paths]
| kind | endpoint | depth (start not counted) | slack [ns] | start |
|---|---|---|---|---|
| min | clk_counter[25] | 1 | 0.48 | clk_counter[25] |
| max reg2reg | resp1_red[6] | 15 | 0.34 | x_pos[8] |
| min in group asynchronous | clk_counter[21] | 1 | 0.70 | rstn |
| max in group asynchronous | x_pos[6] | 2 | 3.84 | rstn |
| max | resp1_red[6] | 15 | 0.34 | x_pos[8] |
| min reg2reg | clk_counter[25] | 1 | 0.48 | clk_counter[25] |
[cells in the mapped netlist, types with 13 or more instances]
master	instances	share of area [%]
dfrtp_1	64	28
xnor2_1	22	3.4
a31oi_1	13	1.4
a211oi_1	14	1.8
a21oi_1	36	3.1
nand2_1	70	4.6
o21ai_0	47	4.1
nand4_1	18	2.0
inv_1	31	2.0
clkbuf_1	21	1.4
xor2_1	22	3.4
nor2_1	77	5.0
buf_4	24	3.1
ha_1	22	4.8
or3_1	15	1.6
and3_1	13	1.4
nor3_1	19	1.7
nand3_1	32	2.8
[state kept, by name (all words and copies together) (netlist names)]
name / count
clk_counter: 26
x_pos: 10
y_pos: 10
seconds: 6
resp1_red: 1
hours: 5
minutes: 6
[layout make-up]
| type | instances | area share, % |
|---|---|---|
| multi-input cells | 570 | 57.5 |
| flip-flops and latches | 64 | 25.0 |
| repair buffers | 49 | 6.96 |
| clock buffers | 10 | 3.73 |
| well taps | 180 | 3.52 |
| inverters | 33 | 1.93 |
| clock inverters | 5 | 1.27 |
[per-layer routing]
metal	GRT usage (%)	up-vias
li1	-	2671
met5	0	-
met1	34.1	2565
met4	3.24	0
met2	32.1	198
met3	3.77	23
Power figures rest on the tool's default switching activity, not on a simulated workload.
